==> /design/flow/design.v <==
`timescale 1ns/1ps
module comparator #(parameter N=4)(
	input [N-1:0]a,
	input [N-1 :0]b,
	output reg smaller,
	output reg greater,
	output reg equal
	);
	always @(*) begin
		smaller = (a < b);
		greater = (a > b);
		equal = (a == b);
	end
endmodule
==> /design/flow/run.sh <==
#!/bin/bash
# OpenROAD 26Q1-2900-gdf79404cd8, Yosys 0.63+post, stock flow scripts
make -C /OpenROAD-flow-scripts/flow DESIGN_CONFIG=/design/flow/config.mk WORK_HOME=/design/flow/orfs finish
==> /design/flow/config.mk <==
export PLATFORM = sky130hd
export DESIGN_NAME = comparator
export DESIGN_NICKNAME = comparator
export VERILOG_FILES = /design/flow/design.v
export SDC_FILE = /design/flow/constraint.sdc
export NUM_CORES = 4
export LEC_CHECK = 1
export CORE_AREA = 10 10 70 70
export DIE_AREA = 0 0 80 80
==> /design/flow/constraint.sdc <==
current_design comparator

set clk_period 2.9
set clk_io_pct 0.2

create_clock -name clk0 -period $clk_period

set non_clock_inputs [all_inputs -no_clocks]
set_input_delay [expr $clk_period * $clk_io_pct] -clock clk0 $non_clock_inputs
set_output_delay [expr $clk_period * $clk_io_pct] -clock clk0 [all_outputs]
==> summary.txt <==
Item: results of the latest flow run.

- The run finished with clean final reports.
- The post-synthesis cell count is 16.
- The power per unit of standard cell area is 134 nW/µm².
- The post-synthesis share of cell area spent on and-or and or-and gates is 0.252.
- The average footprint of a synthesized cell is 8.05 µm².
- The gate-level netlist out of Yosys references 9 unique cell types.
- The part of the cycle the worst path needs is 0.967.
- The sequential area share after synthesis is 0.
- The worst setup slack before clock tree synthesis is 88.9 ps.
- The final layout contains a sequential cell count of 0.
- For this run, the number of Yosys warnings is 1.
- The post-route worst hold slack is 2350 ps.
- The average wire per standard cell is 6.45 µm.
- Timing would allow up to 0.357 GHz.
- The max-slew violation total from the final report is 0.
- The simple-gate share of the synthesized area is 0.243.
- The placement report lists the number of port buffers as 11.
- The endpoint arrival time on the critical path is 2220 ps.
- The chip occupies 6400 µm².
- The total iterations of the first detailed-routing run is 2.
- The post-synthesis instance area is 129 µm².
- The switching share of power is 0.315.
- Cell internal power was estimated by the tool at 0.0273 mW.
- STA classifies the critical path startpoint as a primary input.
- Total power for the finished layout comes to 0.0398 mW.
- The routed design ends up with an antenna cell count of 0.
- The instance area after placement is 297 µm².
- The cell-mix breakdown from Yosys lists the XOR/XNOR area share as 0.
- The wire length of the first global-routing pass is 752 µm.
- In this run the VDD rail shows a maximum IR drop of 0.0177 mV.
- Per the OpenROAD floorplan log, the width of the die is 80 µm.
- The leakage component of the power was reported as 0.118 nW.
- The delay of the slowest cell on the worst path is 460 ps.
- Entering global routing, the biggest net connects 3 pins.
- The row count is 21.
- From synthesis to final layout, the design area changed by 130%.
- The filler cell count is 404.
- The violation tally recorded at the end of detailed-routing iteration 0 is 1.
- The initial antenna violation count came to 0.
- The multiplexer share of the synthesized area is 0.
- The global placer's final weighted congestion is 0.661.
- The worst pin sits at a relative slew slack of 0.838.
- Per the detail_route report, DRC violations left total 0.
- In this run the count of I/O pins placed on the die edge is 11.
- The number of global-route vias before repair came to 148.
- The total congestion overflow is 0.
- The post-cts repair resize count is 0.
- The peak fanout along the critical path is 2.
- The post-synthesis adder-cell area fraction is 0.388.
- The flip-flop and latch area is 0 µm².
- The final report gives the standard cell area, fillers excluded, as 297 µm².
- The sink of the worst hold path is smaller.
- By count the netlist is led by sky130_fd_sc_hd__ha_1 (4), sky130_fd_sc_hd__inv_1 (4), sky130_fd_sc_hd__nand2_1 (2).
- Buffers added to address setup during post-CTS repair amount to 0.
- The via-per-instance ratio is 2.03.
- Data on the critical path is required at its endpoint by 2320 ps.
- The final hold violation count recorded for this run is 0.
- The share of the core filled with cells in the final layout is 0.0868.
- The final worst-path setup slack is 96.5 ps.
- The detailed router placed 148 vias in this run.
- The total global-route track usage is 0.0143.
- The share of total power dissipated in the clock network is 0.
- The tally of max-capacitance violations is 0.
- The post-route minimum period is 2800 ps.
- The vertical extent of the die is 80 µm.
- The OpenROAD warning count is 32.
- The main combinational cell family by area after synthesis is adder cells.
- The area figure in the yosys stat output is 129 µm².
- The setup total negative slack is 0 ps.
- The number of cells on the worst hold path is 6.
- The kind of critical path is primary input to output pin.
- The overall routed net length is 471 µm.
- Clock buffers in the final layout number 0.
- The largest area contributor in the netlist is sky130_fd_sc_hd__ha_1.
- The share of total power dissipated in combinational logic is 1.000.
- Setup repair after global routing left no endpoint under its margin.
- The number of placed instances, taps included is 73.
- The kind of end point of the critical path is an output pin.
- The main area contributors are sky130_fd_sc_hd__ha_1 (39%), sky130_fd_sc_hd__o21bai_4 (15%), sky130_fd_sc_hd__inv_1 (12%), sky130_fd_sc_hd__nor2b_4 (11%), sky130_fd_sc_hd__a21oi_2 (6.8%).
- The share of the core area taken by cells at floorplan is 0.0377.
- In this run the most critical hold path is launched from b[3].
- The count of hold-fix buffers inserted at cts is 0.
- The sequential share of power is 0.
- Checking hold timing, the worst path is listed with class primary input to output pin.
- The proportion of netlist area held by the largest area contributor is 0.388.
- For this design, Yosys synthesis ends with a cell count of 16.
- The remaining number of nets flagged by the antenna check after routing is 0.
- The last timing report of the flow puts the setup violation total at 0.
- The switching power summed over all nets is 0.0125 mW.
- The standard cell core area is 3420 µm².
- Traced cell by cell, the critical path runs through clkdlybuf4s50_1 > inv_1 > ha_1 > a21oi_1 > and2_1 > clkdlybuf4s50_1.
- The most prevalent standard cell on the critical path is sky130_fd_sc_hd__clkdlybuf4s50_1.
- The transition time recorded at the tightest slew-check pin is 243 ps.
- The final non-filler cell total is 73.
- The largest individual stage delay along the critical path comes from the cell sky130_fd_sc_hd__clkdlybuf4s50_1.
- The ratio of cells with drive above 1 in the final layout is 0.111.
[metal layers]
layer  vias up  GRT usage  wire length [µm]
met3         0    0.00682                78
met2         9     0.0225               186
met1        65     0.0185               205
met5         -          0                 0
li1         74          -                 -
met4         0          0                 0
[worst max-delay path, delay by kind of cell]
kind            cells  cell delay [ps]
compound gates      1              250
simple gates        1              160
fa+ha+maj           1              280
buf+inv             3              950
[power groups by stage]
| stage | sequential, mW | clock, mW | combinational, mW |
|---|---|---|---|
| CTS | 0 | 0 | 0.0409 |
| global route | 0 | 0 | 0.0445 |
| finish | 0 | 0 | 0.0398 |
[how the worst max path moves through the flow]
| stage | start | to |
|---|---|---|
| 6_report | b[3] | smaller |
| 5_1_grt | b[3] | smaller |
| 4_1_cts | b[3] | greater |
[cell type report]
cell class,count,area (µm²),area share
multi-input combinational,12,114,0.384
timing repair buffer,11,110,0.371
tap,46,57.6,0.194
inverter,4,15.0,0.0506
[layout by cell type, fill, tap and decap left out, drive strengths merged]
cell,count
and2,1
nor2,1
nor2b,1
inv,4
clkdlybuf4s50,11
o21bai,1
ha,4
nand2,2
a21oi,2
[kinds of logic after synthesis]
group	count (synthesis)
AND-OR/OR-AND	3
adder cells (fa/ha/maj)	4
buffers and inverters	4
AND/OR/NAND/NOR	5
Power is estimated from default activity; no workload was simulated.
