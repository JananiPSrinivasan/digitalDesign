File: flow/config.mk
export PLATFORM = sky130hd
export DESIGN_NAME = treeAdder
export DESIGN_NICKNAME = treeAdder
export VERILOG_FILES = /design/flow/design.v
export SDC_FILE = /design/flow/constraint.sdc
export NUM_CORES = 4
export LEC_CHECK = 1
export CORE_AREA = 10 10 83 83
export DIE_AREA = 0 0 93 93
File: flow/constraint.sdc
current_design treeAdder

set clk_period 9.6
set clk_io_pct 0.2

create_clock -name clk0 -period $clk_period

set non_clock_inputs [all_inputs -no_clocks]
set_input_delay [expr $clk_period * $clk_io_pct] -clock clk0 $non_clock_inputs
set_output_delay [expr $clk_period * $clk_io_pct] -clock clk0 [all_outputs]
File: flow/design.v
`timescale 1ns/1ps
module treeAdder(
	input [3:0]  a,
	input [3:0]  b,
	input [7:0]  c,
	input [7:0]  d,
	output reg [4:0] op1,
	output reg [8:0] op2,
	output reg [9:0] sum 
	);
	always @(a or b) begin
		op1 = a + b;
	end
	always @ (c or d) begin
		op2 = c + d; 
	end
	always @(*) begin
		sum = op1 + op2;
	end
endmodule
File: flow/run.sh
#!/bin/bash
# OpenROAD 26Q1-2900-gdf79404cd8, Yosys 0.63+post, stock flow scripts
make -C /OpenROAD-flow-scripts/flow DESIGN_CONFIG=/design/flow/config.mk WORK_HOME=/design/flow/orfs finish
==> run summary <==
Outcome -> finished, final reports clean
Critical Path Start -> c[0]
Yosys stat chip area -> 777 sq um
Fp_density -> 0.151
Drt first pass iters -> 3
# DRC -> 0
Tool warning count -> 32
DRT iter0 DRCs -> 34
RSZ-0062 raised after global routing -> no
Synthesis Warnings -> 1
Setup TNS Final -> 0 ns
Hold path start -> d[0]
Hold depth -> 3
Placer Congestion -> 0.793
Per-cell routed wire length -> 11.8 um
Die Span X -> 93 um
MaxCap Viol Count -> 0
Final ANT Viol Nets -> 0
Worst path bufs/invs -> 2
GR Overflow Total -> 0
CP Cell Sequence -> clkdlybuf4s50_1 > ha_1 > fa_1 > a21o_1 > a21oi_1 > xnor2_1 > ha_1 > and3_1 > and4bb_1 > a211o_1 > o2111ai_2 > xnor2_1 > clkdlybuf4s50_1
Layout area overhead -> 73.1%
Detailed placement HPWL -> 2380 um
Clock buffers -> 0
Core Rows -> 26
Largest net degree at the start of global routing -> 6
Fmax -> 138 MHz
Cell Type Count -> 32
Initial antenna violation count -> 0
CP required -> 7.68 ns
Die Area -> 8650 sq um
Switching share of power -> 0.367
Cell Area, Synth -> 777 sq um
Crit path capture type -> output port
Final slew viol count -> 0
Final Setup Violations -> 0
Final core occ -> 0.262
First-pass GRT wire length -> 4010 um
Worst Hold Path EP -> op2[0]
Static leakage -> 0.591 nW
Via Count -> 808
Fin. Hold Viols -> 0
Mean area per synthesized cell -> 8.45 sq um
Measured slew at the worst slew-check pin -> 0.283 ns
Kind of critical path -> primary input to output port
Setup Fix Bufs, Post-CTS -> 0
Peak VDD IR -> 0.0234 mV
CP max-delay cell -> clkdlybuf4s50_1
Seq_cells -> 0
Minimum clock period -> 7.27 ns
Detailed-route wire length -> 2480 um
Die H -> 93 um
Pwr Total -> 0.143 mW
Tot GR Track Use -> 0.0557
Crit-path leading delay family -> adder cells
Core area -> 5140 sq um
Sequential fraction of design power -> 0
Port bufs -> 48
Max-Slew Margin vs Limit -> 0.810
Power Density -> 106 nW/um^2
Post-cts resize count -> 0
CTS Hold Bufs -> 0
Period utilization -> 0.757
Vias in the first global route -> 860
Io pins -> 48
CP Max Fanout -> 4
Share of cells above drive strength 1 -> 0.0643
CP startpoint kind -> primary input
HP Class -> primary input to output port
Switching pwr -> 0.0524 mW
WP data arrival -> 5.35 ns
Flip-flop and latch area -> 0 sq um
Hold_ws -> 4.91 ns
Internal power -> 0.0904 mW
Clock power frac -> 0
Ys cells -> 92
Post-Syn Instances -> 92
Post-DR vias/cell -> 3.85
Antenna Cells -> 0
Comb pwr share -> 1.000
Max stage delay on crit path -> 0.50 ns
Register area share after synthesis -> 0
==> synthesized netlist by cell type (2+ instances only) <==
library cell	instances	share of area
ha_1	17	0.27
a21o_1	5	0.048
and3_1	3	0.024
a21oi_1	10	0.064
o21ai_1	2	0.013
inv_1	7	0.034
nand2_1	4	0.019
fa_1	3	0.077
o21bai_1	2	0.019
inv_2	2	0.0097
xnor2_1	7	0.079
xnor2_2	2	0.042
nand3_1	4	0.026
xor2_1	4	0.045
nor2_1	3	0.014
==> routing by layer <==
metal,track usage,vias up,wire length (um)
met4,0,0,0
met2,0.110,18,1360
li1,-,435,-
met1,0.0639,355,1030
met3,0.00889,0,97
met5,0,-,0
==> power groups by stage <==
| stage | combinational, mW | clock [mW] | sequential (mW) |
|---|---|---|---|
| after CTS | 0.147 | 0 | 0 |
| after global routing | 0.159 | 0 | 0 |
| final | 0.143 | 0 | 0 |
==> per-stage QoR <==
step | cells | setup slack, ns | area, sq um
after floorplan | 92 | 3.45 | 777
after global placement | 210 | 2.38 | 1350
after detailed placement | 210 | 2.30 | 1350
after CTS | 210 | 2.30 | 1350
after global routing | 210 | 2.14 | 1350
final | 210 | 2.33 | 1350
==> final cells by class <==
type                            count  area (sq um)
Tap cell                           70          87.6
Multi-Input combinational cell     83           743
Inverter                            9          33.8
Timing Repair Buffer               48           480
Fill cell                         572          3790
==> cell usage in the layout (no fill, tap or decap), drive strengths merged, types with 2 or more instances in the layout <==
master,instances
a21o,5
a21oi,10
and3,3
clkdlybuf4s50,48
fa,3
ha,17
inv,9
nand2,4
nand3,4
nor2,3
nor3,2
o21ai,3
o21bai,2
xnor2,9
xor2,5
==> worst max-delay path by stage <==
stage     cells past startpoint      to  slack [ns]
4_1_cts                      13  sum[8]        2.30
6_report                     13  sum[8]        2.33
5_1_grt                      13  sum[8]        2.14
==> cell families (layout without fill, tap and decap cells) <==
logic type | count (synthesis) | in the layout | share of synthesized area
AOI/OAI and AO/OA | 28 | 28 | 0.259
and+or+nand+nor | 21 | 21 | 0.159
adders and majority gates | 20 | 20 | 0.351
xor gates and xnor gates | 14 | 14 | 0.187
buffers and inverters | 9 | 57 | 0.0435
Power and IR drop assume default switching activity.
