==> ./design.v <==
`timescale 1ns/1ps
module decoder(
	input [2:0]a,
	input en,
	output [7:0] y
	);
	reg [7:0] temp;
	assign y = temp;
	always @ (*) begin
		if (en == 0) 
			temp = 8'b00000000;
		else begin
			case (a)
				3'b000 : temp = 8'b00000001;
				3'b001 : temp = 8'b00000010;
				3'b010 : temp = 8'b00000100;
				3'b011 : temp = 8'b00001000;
				3'b100 : temp = 8'b00010000;
				3'b101 : temp = 8'b00100000;
				3'b110 : temp = 8'b01000000;
				3'b111 : temp = 8'b10000000;
				default: temp = 8'b0;
			endcase
		end 
	end
endmodule
`timescale 1ns/1ps
module decoder_4to16(
	input [3:0] a,
	output reg [15:0] d
	);
	wire [7:0] d_lower, d_upper;
	decoder DEC1(
		.a(a[2:0]),
		.en(~a[3]),
		.y(d_lower)
	);
	decoder DEC2(
		.a(a[2:0]),
		.en(a[3]),
		.y(d_upper)
	);
	always @(*) begin
		d[7:0]   = d_lower;
		d[15:8]  = d_upper;
	end
endmodule
==> ./run.sh <==
#!/bin/bash
# OpenROAD 26Q1-2900-gdf79404cd8, Yosys 0.63+post, stock flow scripts
make -C /OpenROAD-flow-scripts/flow DESIGN_CONFIG=/design/flow/config.mk WORK_HOME=/design/flow/orfs finish
==> ./config.mk <==
export PLATFORM = sky130hd
export DESIGN_NAME = decoder_4to16
export DESIGN_NICKNAME = decoder_4to16
export VERILOG_FILES = /design/flow/design.v
export SDC_FILE = /design/flow/constraint.sdc
export NUM_CORES = 4
export LEC_CHECK = 1
export CORE_AREA = 10 10 70 70
export DIE_AREA = 0 0 80 80
==> ./constraint.sdc <==
current_design decoder_4to16

set clk_period 1.0
set clk_io_pct 0.2

create_clock -name clk0 -period $clk_period

set non_clock_inputs [all_inputs -no_clocks]
set_input_delay [expr $clk_period * $clk_io_pct] -clock clk0 $non_clock_inputs
set_output_delay [expr $clk_period * $clk_io_pct] -clock clk0 [all_outputs]
==> out/qor.log <==
INFO  grt            grt_start_max_net_pins=9
INFO  die            core-area=0.003416mm2
INFO  timing         tightestPinTransition=0.1938ns
INFO  grt            grt_antenna_before_repair=0
INFO  route          vias_per_cell=3.069
INFO  die            die-width=80um
INFO  route          drt_wl_total=1036um
INFO  route          detail_route.iter0.violations=1
INFO  placement      place.port_buffers=20
INFO  layout         drive_above_1_share=83.64%
INFO  route          ant_nets=0
INFO  critical_path  critPathMaxFanout=4
INFO  critical_path  crit_chain=buf_8 -> buf_12 -> buf_12 -> buf_4 -> nor4b_4 -> buf_2
INFO  timing         final_period_minus_worst_setup_slack=1.193ns
INFO  clock_network  cts_hold_repair.buffers=0
INFO  critical_path  critical_path.slowest_cell=nor4b_4
INFO  timing         max_slew_violations=0
INFO  placement      gp_congestion=0.6479
INFO  yosys          syn_inst=20
INFO  grt            grt_overflow=0
INFO  timing         post-route-worst-setup-slack=-0.1933ns
INFO  grt            grt_pass1_wl=1621um
INFO  yosys          yosys_warnings=2
INFO  yosys          largest_area_contributor_in_the_netlist=nor4b_4
INFO  placement      pre_cts_slack=-0.8365ns
INFO  critical_path  worst_setup_path_end_kind=primary output
INFO  die            design.portCount=20
INFO  outcome        failed_checks=negative setup slack
INFO  timing         final.setup.tns=-1.024ns
INFO  timing         finalSetupViolCount=12
INFO  timing         period_used_share=119.3%
INFO  pwr            vdd_ir_drop_max=138.7uV
INFO  critical_path  crit_path_start_kind=primary input
INFO  die            floorplan.core_util=8.095%
INFO  critical_path  critical_path_class=primary input to primary output
INFO  pwr            total_power=222.7uW
INFO  critical_path  worstPathBufferInverterCount=5
INFO  layout         sequential_cell_area=0um2
INFO  yosys          synthDominantCellAreaShare=34.39%
INFO  yosys          number_of_standard_cells_reported_by_yosys=20
INFO  route          wire_per_inst=10.26um
INFO  yosys          yosys.stat.chipArea=276.5um2
INFO  critical_path  path_common_cell=buf_12
INFO  placement      dpl.hpwl=736um
INFO  pwr            power.static_leakage=0.3380nW
INFO  outcome        outcome=complete, but fails checks
INFO  grt            grt_pass1_vias=321
INFO  layout         n_clock_buffer=0
INFO  route          route.vias.total=310
INFO  die            dieArea=0.006400mm2
INFO  yosys          netlist_area=276.5um2
INFO  route          drt-pass1-iter-count=2
INFO  critical_path  timing.critical_path.arrival=0.99ns
INFO  grt            grt_total_usage=3.048%
INFO  flow_run       max_cap_violations=0
INFO  timing         rsz0062_at_grt=true
INFO  layout         numSequentialCells=0
INFO  yosys          synth_area_per_cell=13.83um2
INFO  critical_path  cp_top_delay_family=buffers and inverters
INFO  die            die-height=80um
INFO  route          route.detailed.drc=0
INFO  timing         timing.final.hold_violations=0
INFO  yosys          ys_seq_share=0%
INFO  pwr            powerDensity=326.0mW/mm2
INFO  yosys          area_leaders=nor4b_4, and4bb_1, buf_6, and4b_1, and4bb_2
INFO  critical_path  critPathMaxStageDelay=0.20ns
INFO  layout         area_growth=147.1%
INFO  worst_hold_path hp-class=primary input to primary output
INFO  flow_run       stage_log_warnings=34
INFO  critical_path  worst_path_required=0.80ns
INFO  yosys          post_synth_num_cell_types=7
INFO  timing         max_clock_freq=838.0MHz
INFO  timing         timing.slew.headroom=87.03%
INFO  die            placement_rows=21
INFO  route          antenna_cells=0
==> layout make-up <==
class | instances | area (um2)
multi-input cells | 16 | 231.5
repair buffers | 39 | 394.1
fillers | 374 | 2733
well taps | 46 | 57.56
==> placed cells by master, fill, tap and decap left out, drive strengths merged <==
| master | instances |
|---|---|
| and4 | 1 |
| and4b | 4 |
| and4bb | 6 |
| buf | 36 |
| clkbuf | 3 |
| nor4 | 1 |
| nor4b | 4 |
==> routing by layer <==
layer  wire [um]  vias up  share of wire, %  global-route usage [%]
met2         289       19                28                   3.210
met4           0        0                 0                       0
met1         628      131                61                   5.339
li1            -      160                 -                       -
met5           0        -                 0                       0
met3         119        0                11                   1.250
==> timing repair <==
| item | CTS | global route |
|---|---|---|
| endpoints found under the setup margin | 16 | 15 |
| pin swaps | 9 | 7 |
| resized | 79 | 9 |
| setup buffers | 11 | 1 |
| cloned | 1 | 0 |
==> cell usage after synthesis <==
library cell	count
nor4b_4	4
and4_1	1
nor4_2	1
buf_6	4
and4bb_1	4
and4bb_2	2
and4b_1	4
==> per-stage QoR <==
stage / cell area, um2 / utilization, % / hold slack [ns] / cells
6_report: 683.2 / 20.00 / 0.7429 / 101
4_1_cts: 675.6 / 19.78 / 0.7481 / 100
3_5_place_dp: 579.3 / 16.96 / 1.514 / 89
3_3_place_gp: 579.3 / 16.96 / 1.519 / 89
5_1_grt: 683.2 / 20.00 / 0.7549 / 101
2_1_floorplan: 276.5 / - / 0.5352 / 20
==> final timing paths <==
kind | start | slack [ns] | depth (start not counted) | to
min | a[3] | 0.74 | 4 | d[4]
max | a[2] | -0.19 | 6 | d[8]
==> where the power goes <==
part / switching (mW) / internal (mW)
clock network: 0 / 0
registers: 0 / 0
logic: 0.0720 / 0.151
total: 0.0720 / 0.151
==> kinds of logic after synthesis <==
logic type,Yosys count,share of synthesized area (%)
AND/OR/NAND/NOR,16,83.71
buffers and inverters,4,16.29
Power and IR drop assume default switching activity.
